==> /design/flow/design.v <==
module PISO (input Sclk, Clear, Frame, enable_PISO,
				input [39:0] InputParallel, output reg  OutputSerial, OutReady);
reg [5:0] count_bit; 
reg ready_out, frame_flag;
reg [39:0] register_dataout;
	always @(posedge Sclk)
	begin
		if(Clear == 1'b1)
		begin
			count_bit = 6'd40;
			register_dataout = 40'd0;
			ready_out = 1'b0;
			frame_flag = 1'b0;
			OutReady = 1'b0;
			OutputSerial = 1'b0;
		end
		else if (enable_PISO == 1'b1)
		begin
			register_dataout = InputParallel;
			ready_out = 1'b1;
		end
		else if (Frame == 1'b1 && ready_out == 1'b1 && frame_flag == 1'b0)
		begin
			frame_flag = 1'b1;
			ready_out = 1'b0;
			OutputSerial = register_dataout[count_bit-1];
			count_bit = count_bit - 1;
			OutReady = 1'b1;
		end
		else if (frame_flag == 1'b1)
		begin
			if(count_bit > 6'd00) begin
				OutputSerial = register_dataout[count_bit-1];
				count_bit = count_bit - 1;
			   OutReady = 1'b1;
			end
			else begin
				frame_flag = 1'b0;
				OutReady = 1'b0;
			end
		end 
		else
		begin
			count_bit = 6'd40;
			OutputSerial = 1'b00;
			OutReady = 1'b0;
		end
	end
endmodule
==> /design/flow/run.sh <==
#!/bin/bash
# OpenROAD 26Q1-2900-gdf79404cd8, Yosys 0.63+post, stock flow scripts
make -C /OpenROAD-flow-scripts/flow DESIGN_CONFIG=/design/flow/config.mk WORK_HOME=/design/flow/orfs finish
==> /design/flow/config.mk <==
export PLATFORM = sky130hd
export DESIGN_NAME = PISO
export DESIGN_NICKNAME = PISO
export VERILOG_FILES = /design/flow/design.v
export SDC_FILE = /design/flow/constraint.sdc
export NUM_CORES = 4
export LEC_CHECK = 1
export CORE_UTILIZATION = 50
==> /design/flow/constraint.sdc <==
current_design PISO

set clk_period 2.6
set clk_io_pct 0.2

create_clock -name clk0 -period $clk_period [get_ports {Sclk}]

set non_clock_inputs [all_inputs -no_clocks]
set_input_delay [expr $clk_period * $clk_io_pct] -clock clk0 $non_clock_inputs
set_output_delay [expr $clk_period * $clk_io_pct] -clock clk0 [all_outputs]
==> impl_metrics.tcl <==
# metrics dict for downstream scripts
set metrics [dict create \
    flop_cell "dfxtp_1" \
    drt_iter0_markers 185 \
    critPathTopFamily "AND-OR/OR-AND gates" \
    clock-skew-final_ps 6.91 \
    cts-resized-gates 0 \
    ys_seq_share 0.415 \
    final_cell_mix "52 x nor2_1, 49 x dfxtp_1, 47 x mux2i_1" \
    layout.cells.most_common "nor2_1" \
    grt_pass1_vias 1645 \
    critical_path_class "flip-flop to flip-flop" \
    yosys_area_mm2 0.00236 \
    timing.setup.tns_ps 0 \
    io_pins 46 \
    grt_start_max_net_pins 24 \
    grt.total_usage 0.202 \
    syn_area_mm2 0.00236 \
    crit_chain "inv_1, ha_1, mux4_1, a2111oi_0, o32ai_1" \
    crit_required_ps 2770 \
    antenna_found_initial 0 \
    tritoncts "done" \
    final_area_mm2 0.00291 \
    maxSlewHeadroom 0.597 \
    min_period_ps 2280 \
    netlist_logic_family_top "multiplexers" \
    grt_overflow 0 \
    drive_gt1_frac 0.0886 \
    synth-xor-area-share 0.0143 \
    crit_buf_inv 1 \
    via_per_inst 5.35 \
    worst_ep_arrival_time_ps 2450 \
    flop_area_um2 981 \
    clock.fmax_mhz 439 \
    top_cell_area_share 0.415 \
    ys.warnings.count 1 \
    highest_layer "met4" \
    fp_util 0.532 \
    wirelength_um 4470 \
    setup_viol 0 \
    avgSynthCellArea_um2 10.4 \
    grt_first_pass_wirelength_um 7870 \
    ctsRootBufferMaster "clkbuf_8" \
    coreArea_mm2 0.00444 \
    end_kind "flip-flop" \
    hold_path.class "flip-flop to flip-flop" \
    postCtsSetupBuffers 0 \
    die-area_mm2 0.00501 \
    wl_met1_um 2120 \
    area_leaders "dfxtp_1 42%, mux2i_1 20%, mux4_1 8.9%, nor2_1 8.3%, a21oi_1 1.9%" \
    dpl.cell_count 315 \
    run_status "finished clean" \
    path_max_fanout 7 \
    worstSkewPairLatency_ps 300 \
    htreeDepth 2 \
    die_w_um 70.8 \
    place_area_mm2 0.00282 \
    ys_types 43 \
    start_kind "flip-flop" \
    chipHeight_um 70.8 \
    async_reset_ff_frac 0 \
    clk_path_buf_depth 2 \
    io_buffers 45 \
    leakagePower_uw 0.00121 \
    fillCellCount 366 \
    yosysTopAreaCell "dfxtp_1" \
    min_from "register_dataout[35]$_SDFFE_PP0P_" \
    drv_slew 0 \
    dr_wl_met2_um 2070 \
    cap_violations 0 \
    cpPeakStageDelay_ps 590 \
    cts_buffers 5 \
    r2r_start "count_bit[1]$_SDFFE_PP0P_" \
    dp_hpwl_um 3220 \
    areaGrowthSynthToFinish_pct 23.1 \
    grt_setup_unrepaired "no" \
    numClockSinks 49 \
    clk_transition_reported_paths_ps 90 \
    worst_slew_pin_slew_ps 605 \
    n_antenna_cell 0 \
    fin_util 0.655 \
    hold_viol_final 0 \
    gp_congestion 0.934 \
    rows 24 \
    ys_sh_mux 0.302 \
    period_used_share 0.876 \
    startpoint "count_bit[1]$_SDFFE_PP0P_" \
    drc 0 \
    stdcell_count 323 \
    adder_share 0.00529 \
    ys_sh_simple 0.146 \
    p_per_area_mw_per_mm2 523 \
    post_drt_wl_per_cell_um 13.8 \
    ys_cells 228 \
    openroad.warnings 26 \
    hold_buffers 0 \
    peakVddDrop_mv 0.281 \
    cp_slowest_cell "mux4_1" \
    enable_flop_cells 0 \
    ys.flops 49 \
    worst_hold_slack_ps 498 \
    wl_met3_um 268 \
    vias 1727 \
    ant_nets 0 \
    logic_area_mm2 0.00127 \
    syn_inst 228 \
    ys_sh_aoi 0.0709 \
    first_pass_iters 20 \
]
-- registers in the layout (all words and copies together), names as in the netlist --
register	count
register_dataout	40
count_bit	6
OutReady	1
OutputSerial	1
ready_out	1
-- cell families (layout without fill, tap and decap cells) --
family          after synthesis  after routing
simple gates                 74             74
mux                          57             57
flops                        49             49
compound gates               25             25
buf+inv                      19             62
xor+xnor                      3              3
fa+ha+maj                     1              1
-- worst reg2reg max path, delay by kind of cell, from the launching register on --
family	cells	cell delay (ps)
adders and majority gates	1	480
muxes	1	590
buffers and inverters	1	70
AOI/OAI and AO/OA	2	610
DFF	1	410
-- synthesized netlist by cell type, types with 2 or more instances --
library cell / n
xor2_1: 2
inv_1: 2
mux4_1: 8
nand2b_1: 4
nand3b_1: 3
buf_1: 3
nor2_1: 52
o21ai_0: 4
mux2i_1: 47
clkbuf_1: 5
buf_2: 4
a21oi_1: 9
dfxtp_1: 49
nor3_1: 2
buf_6: 4
nand2_1: 3
-- layout make-up --
type | instances | area share
multi-input cells | 160 | 0.437
flip-flops and latches | 49 | 0.337
repair buffers | 52 | 0.171
clock buffers | 6 | 0.0249
well taps | 52 | 0.0224
clock inverters | 2 | 0.00473
inverters | 2 | 0.00258
-- metal layers --
metal	GRT usage	up-vias
li1	-	901
met1	0.344	770
met2	0.293	54
met3	0.0275	2
met4	0.0378	0
met5	0	-
-- power breakdown --
part | internal (uW) | switching [uW]
Combinational | 155 | 108
Sequential | 792 | 26.7
Clock | 192 | 248
-- per-stage QoR --
step | setup WS (ps) | total power, uW
after floorplan | 274 | 1000
after global placement | 436 | 1100
after detailed placement | 344 | 1100
after CTS | 323 | 1550
after global routing | 109 | 1610
final | 322 | 1520
-- path summary, 6_finish.rpt --
| path | slack, ps | endpoint | cells after the start |
|---|---|---|---|
| max | 320 | OutputSerial$_SDFFE_PP0P_ | 5 |
| min reg2reg | 500 | register_dataout[35]$_SDFFE_PP0P_ | 2 |
| min | 500 | register_dataout[35]$_SDFFE_PP0P_ | 2 |
| max reg2reg | 320 | OutputSerial$_SDFFE_PP0P_ | 5 |
Power is estimated from default activity; no workload was simulated.
