<file path="/design/flow/config.mk">
export PLATFORM = sky130hd
export DESIGN_NAME = alu_controller
export DESIGN_NICKNAME = alu_controller
export VERILOG_FILES = /design/flow/design.v
export SDC_FILE = /design/flow/constraint.sdc
export NUM_CORES = 4
export LEC_CHECK = 1
export CORE_UTILIZATION = 40
</file>
<file path="/design/flow/constraint.sdc">
current_design alu_controller

set clk_period 4.6
set clk_io_pct 0.2

create_clock -name clk0 -period $clk_period [get_ports {Sclk}]

set non_clock_inputs [all_inputs -no_clocks]
set_input_delay [expr $clk_period * $clk_io_pct] -clock clk0 $non_clock_inputs
set_output_delay [expr $clk_period * $clk_io_pct] -clock clk0 [all_outputs]
</file>
<file path="/design/flow/design.v">
module alu_controller (
	input Sclk,Clear,en_FIR,sleep_flag,
	input [15:0] rjdataL, coeffdataL, indataL,
	input [15:0] rjdataR, coeffdataR, indataR,
	output [39:0] addL_input, addR_input,
	output reg rjL_enable, coeffL_enable, inputL_enable,
	output reg rjR_enable, coeffR_enable, inputR_enable,
	output reg addsubL, adderL_en, shiftL_en, loadL, clearL, enable_PISO_L,
	output reg addsubR, adderR_en, shiftR_en, loadR, clearR, enable_PISO_R,
   output reg [3:0] rjL_addr,
	output reg [8:0] coeffL_addr,
	output reg [7:0] inputL_addr,
	output reg [3:0] rjR_addr,
	output reg [8:0] coeffR_addr,
	output reg [7:0] inputR_addr
	);
	parameter initialization = 2'b00, calculateY = 2'b01, sleeping = 2'b10;
	reg memL_overflow, start_workL, work_statusL, outL;
	reg memR_overflow, start_workR, work_statusR, outR;
	reg [1:0] present_stateL, next_stateL;
	reg [1:0] present_stateR, next_stateR;
	reg [7:0] kL, kR;
	reg [7:0] xcntL, x_indexL;
	reg [7:0] xcntR, x_indexR;
	assign addL_input = (indataL[15]) ? {8'hFF, indataL, 16'h0000} : {8'h00, indataL, 16'h0000};
	assign addR_input = (indataR[15]) ? {8'hFF, indataR, 16'h0000} : {8'h00, indataR, 16'h0000};
	always @(Clear, next_stateL)
	begin
		if (Clear == 1'b1)
			present_stateL <= initialization;
		else
			present_stateL <= next_stateL;
	end
	always @(negedge Sclk)
	begin
		case (present_stateL)
			initialization:
				begin
					memL_overflow <= 1'b0;
					if (Clear == 1'b1)
						next_stateL <= initialization;
					else if (en_FIR == 1'b1)
					begin
						next_stateL <= calculateY;
						xcntL <= 8'd1;
						start_workL <= 1'b1;
						work_statusL <= 1'b1;
					end
					else
					begin
						next_stateL <= initialization;
						xcntL <= xcntL;
						start_workL <= 1'b0;
					end
				end
			calculateY:
				begin
					if (en_FIR == 1'b1)
					begin
						xcntL <= xcntL + 1'b1;
						start_workL <= 1'b1;
						work_statusL <= 1'b1;
						if (xcntL == 8'hFF)
							memL_overflow <= 1'b1;
						else
							memL_overflow <= memL_overflow;
					end
					else
					begin
						start_workL <= 1'b0;
						memL_overflow <= memL_overflow;
						if (rjL_addr == 4'hF && coeffL_addr == 9'h1FF && kL == rjdataL)
							work_statusL <= 1'b0;
						else
							work_statusL <= work_statusL;
					end
					if (Clear == 1'b1)
						next_stateL <= initialization;
					else if (sleep_flag == 1'b1)
						next_stateL <= sleeping;
					else
						next_stateL <= calculateY;
				end
			sleeping:
				begin
					xcntL <= xcntL;
					memL_overflow <= memL_overflow;
					start_workL <= 1'b0;
					work_statusL <= 1'b0;
					if (Clear == 1'b1)
						next_stateL <= initialization;
					else if (sleep_flag == 1'b0)
					begin
						xcntL <= xcntL + 1'b1;
						start_workL <= 1'b1;
						work_statusL <= 1'b1;
						if (xcntL == 8'hFF)
							memL_overflow <= 1'b1;
						else
							memL_overflow <= memL_overflow;
						next_stateL <= calculateY;
					end
					else
						next_stateL <= sleeping;
				end
			default:	next_stateL <= initialization;
		endcase
	end
	always @(negedge Sclk)
	begin
		if (outL)
		begin
			enable_PISO_L = 1'b1;
			rjL_addr = 4'd0;
			coeffL_addr = 9'd0;
			kL = 8'd0;
			outL = 1'b0;
			clearL = 1'b1;
		end
		else
			enable_PISO_L = 1'b0;
		if (start_workL == 1'b1)
		begin
			outL = 1'b0;
			rjL_addr = 4'd0;
			rjL_enable = 1'b1;
			coeffL_addr = 9'd0;
			coeffL_enable = 1'b1;
			inputL_enable = 1'b0;
			adderL_en = 1'b0;
			shiftL_en = 1'b0;
			kL = 8'd0;
			clearL = 1'b1;
			loadL = 1'b0;
		end
		else if (work_statusL == 1'b1)
		begin
			if (kL == rjdataL)
			begin
				inputL_enable = 1'b0;
				shiftL_en = 1'b1;
				clearL = 1'b0;
				loadL = 1'b1;
				adderL_en = 1'b1;
				kL = 8'd0;
				if (rjL_addr < 4'd15)
				begin
					rjL_addr = rjL_addr + 1'b1;
				end
				else
				begin
					rjL_addr = 4'd0;
					outL = 1'b1;
					coeffL_addr = 9'd0;
				end
			end
			else
			begin
				shiftL_en = 1'b0;
				clearL = 1'b0;
				loadL = 1'b0;
				inputL_enable = 1'b0;
				x_indexL = coeffdataL[7:0];
				addsubL = coeffdataL[8];
				if (xcntL - 1'b1 >= x_indexL)
				begin
					inputL_addr = xcntL - 1'b1 - x_indexL;
					inputL_enable = 1'b1;
					adderL_en = 1'b1;
					loadL = 1'b1;
				end
				else if (xcntL - 1'b1 < x_indexL && memL_overflow == 1'b1)
				begin
					inputL_addr = xcntL - 1'b1 + (9'd256 - x_indexL);
					inputL_enable = 1'b1;
					adderL_en = 1'b1;
					loadL = 1'b1;
				end
				else
				begin
					inputL_addr = inputL_addr;
					adderL_en = 1'b0;
				end
				if (coeffL_addr < 9'h1FF)
					coeffL_addr = coeffL_addr + 1'b1;
				else
					coeffL_addr = coeffL_addr;
				kL = kL + 1'b1;
			end
		end
		else
		begin
			rjL_addr = 4'd0;
			rjL_enable = 1'b0;
			coeffL_addr = 9'd0;
			coeffL_enable = 1'b0;
			inputL_enable = 1'b0;
			adderL_en = 1'b0;
			shiftL_en = 1'b0;
			kL = 8'd0;
			loadL = 1'b0;
			clearL = 1'b1;
		end
	end
	always @(Clear, next_stateR)
	begin
		if (Clear == 1'b1)
			present_stateR <= initialization;
		else
			present_stateR <= next_stateR;
	end
	always @(negedge Sclk)
	begin
		case (present_stateR)
			initialization:
				begin
					memR_overflow <= 1'b0;
					if (Clear == 1'b1)
						next_stateR <= initialization;
					else if (en_FIR == 1'b1)
					begin
						next_stateR <= calculateY;
						xcntR <= 8'd1;
						start_workR <= 1'b1;
						work_statusR <= 1'b1;
					end
					else
					begin
						next_stateR <= initialization;
						xcntR <= xcntR;
						start_workR <= 1'b0;
					end
				end
			calculateY:
				begin
					if (en_FIR == 1'b1)
					begin
						xcntR <= xcntR + 1'b1;
						start_workR <= 1'b1;
						work_statusR <= 1'b1;
						if (xcntR == 8'hFF)
							memR_overflow <= 1'b1;
						else
							memR_overflow <= memR_overflow;
					end
					else
					begin
						start_workR <= 1'b0;
						memR_overflow <= memR_overflow;
						if (rjR_addr == 4'hF && coeffR_addr == 9'h1FF && kR == rjdataR)
							work_statusR <= 1'b0;
						else
							work_statusR <= work_statusR;
					end
					if (Clear == 1'b1)
						next_stateR <= initialization;
					else
						next_stateR <= calculateY;
				end
			sleeping:
				begin
					xcntR <= xcntR;
					memR_overflow <= memR_overflow;
					start_workR <= 1'b0;
					work_statusR <= 1'b0;
					if (Clear == 1'b1)
						next_stateR <= initialization;
					else if (sleep_flag == 1'b0)
					begin
						xcntR <= xcntR + 1'b1;
						start_workR <= 1'b1;
						work_statusR <= 1'b1;
						if (xcntR == 8'hFF)
							memR_overflow <= 1'b1;
						else
							memR_overflow <= memR_overflow;
						next_stateR <= calculateY;
					end
					else
						next_stateR <= sleeping;
				end
			default:
				begin
				end
		endcase
	end
	always @(negedge Sclk)
	begin
		if (outR)
		begin
			enable_PISO_R = 1'b1;
			rjR_addr = 4'd0;
			coeffR_addr = 9'd0;
			kR = 8'd0;
			outR = 1'b0;
		end
		else
			enable_PISO_R = 1'b0;
		if (start_workR == 1'b1)
		begin
			outR = 1'b0;
			rjR_addr = 4'd0;
			rjR_enable = 1'b1;
			coeffR_addr = 9'd0;
			coeffR_enable = 1'b1;
			inputR_enable = 1'b0;
			adderR_en = 1'b0;
			shiftR_en = 1'b0;
			kR = 8'd0;
			clearR = 1'b1;
			loadR = 1'b0;
		end
		else if (work_statusR == 1'b1)
		begin
			if (kR == rjdataR)
			begin
				inputR_enable = 1'b0;
				shiftR_en = 1'b1;
				clearR = 1'b0;
				loadR = 1'b1;
				adderR_en = 1'b1;
				kR = 8'd0;
				if (rjR_addr < 4'd15)
				begin
					rjR_addr = rjR_addr + 1'b1;
				end
				else
				begin
					rjR_addr = 4'd0;
					outR = 1'b1;
					coeffR_addr = 9'd0;
				end
			end
			else
			begin
				shiftR_en = 1'b0;
				clearR = 1'b0;
				loadR = 1'b0;
				inputR_enable = 1'b0;
				x_indexR = coeffdataR[7:0];
				addsubR = coeffdataR[8];
				if (xcntR - 1'b1 >= x_indexR)
				begin
					inputR_addr = xcntR - 1'b1 - x_indexR;
					inputR_enable = 1'b1;
					adderR_en = 1'b1;
					loadR = 1'b1;
				end
				else if (xcntR - 1'b1 < x_indexR && memR_overflow == 1'b1)
				begin
					inputR_addr = xcntR - 1'b1 + (9'd256 - x_indexR);
					inputR_enable = 1'b1;
					adderR_en = 1'b1;
					loadR = 1'b1;
				end
				else
				begin
					inputR_addr = inputR_addr;
					adderR_en = 1'b0;
				end
				if (coeffR_addr < 9'h1FF)
					coeffR_addr = coeffR_addr + 1'b1;
				else
					coeffR_addr = coeffR_addr;
				kR = kR + 1'b1;
			end
		end
		else
		begin
			rjR_addr = 4'd0;
			rjR_enable = 1'b0;
			coeffR_addr = 9'd0;
			coeffR_enable = 1'b0;
			inputR_enable = 1'b0;
			adderR_en = 1'b0;
			shiftR_en = 1'b0;
			kR = 8'd0;
			loadR = 1'b0;
			clearR = 1'b1;
		end
	end
endmodule
</file>
<file path="/design/flow/run.sh">
#!/bin/bash
# OpenROAD 26Q1-2900-gdf79404cd8, Yosys 0.63+post, stock flow scripts
make -C /OpenROAD-flow-scripts/flow DESIGN_CONFIG=/design/flow/config.mk WORK_HOME=/design/flow/orfs finish
</file>
==> results.toml <==
# flow metrics
[place]
post-place-ws_ns = -0.983
dp_hpwl_um = 12200
place_congestion = 0.873
port_buffers = 113
dp.cells = 1224

[setup_path]
crit_arrival_ns = 2.82
critPathMaxFanout = 5
crit_type = "in2reg"
worst_setup_path_end_kind = "flop"
startpoint_type = "primary input"
required_ns = 2.63

[synthesis]
synth-edff-count = 42
yosysCellCount = 846
synth-main-ff-cell = "dfxtp_1"
ys_warn_count = 1
async_flop_share_pct = 0
syn_area_um2 = 7290
avgSynthCellArea_um2 = 8.62
ys_chip_area_um2 = 7290
ys_seq_share_pct = 33.2
yosysTopAreaCellShare_pct = 17.3
yosysTopAreaCell = "edfxtp_1"
synth-seq-cells = 100
synth.distinct_cells = 68
topCellsByArea = "edfxtp_1 (17%), dfxtp_1 (16%), buf_4 (8.6%)"
synth_cells = 846

[route]
first_pass_iters = 4
postRouteAntennaNets = 0
drt-total-wl_um = 17400
num_vias = 6728
n_antenna_cell = 0
drt-initial-drc-count = 253
drt-vias-per-instance = 4.90
route.detailed.drc = 0
wire_per_inst_um = 12.7

[final_layout]
lay_top_cells = "inv_1 (133), buf_4 (121), clkdlybuf4s50_1 (65)"
nFillCells = 1421
syn_to_final_growth_pct = 48.8
drive_gt1_share_pct = 30.3
utilization_pct = 60.6
lay_top_count = "inv_1"
instances_no_fill = 1372

[final_timing]
rsz0062_at_grt = "true"
setup_tns_ns = -3.94
clock_skew_ns = 0.0219
maxSlewViolCount = 0
setup_ws_ns = -0.192
setup_viol = 47
relSlewSlack_pct = 59.9
finalHoldViolCount = 0
max_slew.worst_pin.slew_ns = 0.600

[global_route]
grt_pass1_vias = 6243
grtUsageTotal_pct = 18.7
grt_max_degree = 25
grt-ovfl-total = 0
antenna_found_initial = 0
grt_pass1_wl_um = 27700

[clocking]
clock_latency_ns = 0.42
numCtsBuffers = 9
cts_tree = "yes"
cts-root-buf = "clkbuf_16"
holdBufCountCts = 0
cts_buffer_depth = 2
clkTransAtPathRegs_ns = 0.04
cts_sinks = 100
htree_levels = 3

[status]
violations = "setup timing"
status = "finished with violations"

[die]
rows = 49
chipArea_um2 = 18800
fp_util_pct = 40.7
die_h_um = 137
core_um2 = 17900
num_io_pins = 240
die-width_um = 137

[run]
drv_cap = 0
warnings = 152

[hold_path]
hp-class = "reg2reg"

[pwr]
powerDensity_nw_per_um2 = 246
max-vdd-ir-drop_uv = 156
leakagePower_uw = 0.00474
==> sequential cells by signal, indices dropped and copies added (netlist names), 2 cells and up <==
name / count
inputR_addr: 8
next_stateR: 2
xcntR: 8
inputL_addr: 8
rjL_addr: 4
kL: 8
coeffR_addr: 9
next_stateL: 2
xcntL: 8
kR: 8
coeffL_addr: 9
rjR_addr: 4
==> cells in the mapped netlist (14+ instances only) <==
cell / n
xnor2_1: 40
o21ai_0: 29
inv_1: 49
clkbuf_1: 19
edfxtp_1: 42
xor2_1: 29
ha_1: 48
nand2b_1: 14
nor3_1: 19
buf_4: 84
nand2_1: 54
a21oi_1: 46
nor2b_1: 29
dfxtp_1: 58
nor2_1: 70
nand3_1: 41
==> per-layer routing <==
metal	share of wire [%]	routed length [um]	vias up	track usage (%)
met5	0	0	-	0
met4	0.71	124	0	4.70
met3	5.6	972	15	5.90
met2	45	7850	165	27.5
met1	49	8440	3114	27.2
li1	-	-	3434	-
==> worst max-delay path: stages <==
cell,delay (ns)
buf_6,0.09
a222oi_1,0.36
nand3_1,0.19
or4_4,0.62
buf_6,0.16
buf_8,0.13
or2_0,0.21
a21oi_1,0.13
==> metrics by stage <==
stage	area [um2]	hold WS [ns]	power [uW]
4_1_cts	10600	0.448	2660
3_3_place_gp	9250	0.440	1670
3_5_place_dp	9250	0.437	1670
5_1_grt	10900	0.475	2900
2_1_floorplan	7740	0.353	1470
6_report	10900	0.446	2670
==> where the power goes <==
part	internal, uW	switching, uW	total, uW
Sequential	978	33.2	1010
Clock	471	539	1010
Combinational	367	277	644
==> cell families after synthesis <==
family	Yosys count	synth area share, %
other	1	0.0514
AOI/OAI and AO/OA	145	12.7
and+or+nand+nor	311	22.2
muxes	8	1.20
DFF	100	33.2
adders and majority gates	52	9.33
xor gates and xnor gates	69	8.29
buffers and inverters	160	13.0
==> layout make-up <==
class | instances | area [um2] | share of cell area (%)
Inverter | 48 | 196 | 1.81
Sequential cell | 100 | 2430 | 22.4
Clock buffer | 9 | 225 | 2.08
Timing Repair Buffer | 262 | 2330 | 21.5
Multi-Input combinational cell | 618 | 4980 | 45.9
Clock inverter | 106 | 404 | 3.72
Tap cell | 229 | 287 | 2.64
==> final timing paths <==
check / startpoint / endpoint / slack (ns) / cells after the start
setup / recovery: rjdataR[1] / rjR_addr[1]$_SDFF_NP0_ / -0.19 / 8
hold / removal: start_workL$_DFFE_NP_ / coeffL_enable$_SDFFE_NP1N_ / 0.45 / 1
setup reg to reg: xcntR[2]$_SDFFCE_NN0P_ / inputR_addr[3]$_DFFE_NP_ / 1.70 / 10
hold reg to reg: start_workL$_DFFE_NP_ / coeffL_enable$_SDFFE_NP1N_ / 0.45 / 1
==> what timing repair did <==
item	4_1_cts	5_1_grt
pin swaps	81	62
endpoints found under the setup margin	104	104
endpoints found under the hold margin	0	0
setup buffers	29	8
gates resized	181	115
gates cloned	4	0
No activity file was given, so power comes from the tool's default toggle rates.
