===== design/flow/config.mk =====
export PLATFORM = sky130hd
export DESIGN_NAME = shifter
export DESIGN_NICKNAME = shifter
export VERILOG_FILES = /design/flow/design.v
export SDC_FILE = /design/flow/constraint.sdc
export NUM_CORES = 4
export LEC_CHECK = 1
export CORE_AREA = 10 10 112 112
export DIE_AREA = 0 0 122 122

===== design/flow/constraint.sdc =====
current_design shifter

set clk_period 3.3
set clk_io_pct 0.2

create_clock -name clk0 -period $clk_period [get_ports {sclk}]

set non_clock_inputs [all_inputs -no_clocks]
set_input_delay [expr $clk_period * $clk_io_pct] -clock clk0 $non_clock_inputs
set_output_delay [expr $clk_period * $clk_io_pct] -clock clk0 [all_outputs]

===== design/flow/design.v =====
module shifter(
    input shift_en,load,clear,sclk,
    input [39:0] inputdata,
    output [39:0] outputdata
    );
	reg [39:0] tempreg;
	always @(negedge sclk)
	begin
		if (clear)
			tempreg = 40'd0;
		if (load && shift_en)
			tempreg = {inputdata[39], inputdata[39:1]};
		else if (load && !shift_en)
			tempreg = inputdata;
		else
			tempreg = tempreg;
	end
	assign outputdata = tempreg;
endmodule

===== design/flow/run.sh =====
#!/bin/bash
# OpenROAD 26Q1-2900-gdf79404cd8, Yosys 0.63+post, stock flow scripts
make -C /OpenROAD-flow-scripts/flow DESIGN_CONFIG=/design/flow/config.mk WORK_HOME=/design/flow/orfs finish

==> flow_metrics.py <==
# Synthesis and PnR figures
metrics = {
    "final_layout": {
        "drive_above_1_share": 0.0703,
        "register_area_sq_um": 1200,
        "fill_cells": 1024,
        "finish.instance_area_sq_um": 3140,
        "synthToLayoutAreaGrowth_pct": 63.4,
        "largest_reg_flops": 40,
        "logic_area_sq_um": 647,
    },
    "clocking": {
        "cts_buffers": 5,
        "path_clk_slew_ns": 0.05,
        "ctsHtreeMaxLevel": 2,
        "clock-root-buffer": "clkbuf_8",
        "hold_buffers": 0,
        "cts_buffer_depth": 2,
        "cts_tree": "yes",
        "clock_sinks": 40,
        "cts_setup_buffers": 0,
    },
    "die": {
        "core_sq_um": 10200,
        "dieWidth_um": 122,
        "fp_util": 0.188,
        "die_area_sq_um": 14900,
        "rows": 37,
        "die_y_um": 122,
        "ios": 84,
    },
    "route": {
        "drc_errors": 0,
        "num_vias": 1410,
        "drt_iter0_drc": 62,
        "routed_via_density": 3.60,
        "diodes": 0,
        "wl_per_cell_um": 13.2,
        "drt_wl_total_mm": 5.17,
        "drtAntennaViolNets": 0,
        "first_pass_iters": 4,
    },
    "power": {
        "ir_drop_mv": 0.179,
        "leakagePower_nw": 1.40,
        "p_int_mw": 0.972,
        "power.switching_mw": 0.375,
        "seq_power_share": 0.473,
        "total_power_mw": 1.35,
        "cellPowerDensity_nw_per_um2": 428,
        "power_frac_clock": 0.372,
        "pwr-share-comb": 0.155,
        "switching_share": 0.279,
    },
    "synth": {
        "ys_async_sr_fraction": 0,
        "syn_area_sq_um": 1920,
        "synth_chip_area_sq_um": 1920,
        "most_common_cell": "edfxtp_1",
        "yosys-stat-cells": 130,
        "yosysUniqueCellTypes": 10,
        "synthTopCellsByArea": "edfxtp_1, mux2i_1, nor2b_1",
        "synth_cells": 130,
        "edf_count": 40,
        "synthFlopType": "edfxtp_1",
        "netlist.area_leader.share": 0.624,
        "ys.flops": 40,
        "synth.avg_cell_area_sq_um": 14.8,
        "top_cells_by_count": "edfxtp_1, mux2i_1, nor2b_1",
        "ys_seq_share": 0.624,
        "top_area_cell": "edfxtp_1",
        "yosysWarnings": 1,
    },
    "worst_setup_path": {
        "start_kind": "flop",
        "arrival_ns": 2.59,
        "worstPathCellList": "dlygate4sd2_1",
        "crit_required_ns": 2.64,
        "crit_type": "reg -> out",
        "critical_path.endpoint_type": "primary output",
        "cp_slowest_cell": "edfxtp_1",
        "cp_top_family": "flip-flops",
        "crit_end": "outputdata[14]",
        "crit_start": "tempreg[14]",
        "crit_fanout": 1,
        "critical_path_buf_inv_count": 1,
        "cpPeakStageDelay_ns": 0.35,
        "path_depth": 1,
    },
    "global_routing": {
        "track_usage": 0.0686,
        "grt_max_degree": 41,
        "antenna_found_initial": 0,
        "grt_overflow": 0,
        "grt_pass1_wl_mm": 8.08,
        "first_global_vias": 1620,
    },
    "sta": {
        "hold_viol": 0,
        "setup_violations": 0,
        "slew_viol_final": 0,
        "slew-limit-headroom": 0.789,
        "rsz0062_at_grt": "false",
        "holdWs_ns": 2.41,
        "setup_tns_ns": 0,
        "worstMarginPinSlew_ns": 0.316,
    },
    "placed_design": {
        "routabilityCongestion": 0.762,
        "io_buffers": 83,
        "hpwl_mm": 3.83,
        "dpl_cell_area_sq_um": 2940,
    },
    "status": {
        "status": "completed",
    },
    "hold_path": {
        "hold_class": "in -> reg",
    },
    "job": {
        "max-cap-violations": 0,
        "openroad.warnings": 65,
    },
}
==> power groups by stage <==
stage	Combinational, mW	Clock (mW)	Sequential (mW)
4_1_cts	0.211	0.535	0.636
6_report	0.209	0.501	0.637
5_1_grt	0.231	0.612	0.641
==> layer usage <==
metal | GRT usage | vias up | wire (um)
met2 | 0.0945 | 68 | 2270
met3 | 0.0493 | 5 | 697
met5 | 0 | - | 0
met4 | 0.0276 | 0 | 78
met1 | 0.0810 | 625 | 2120
li1 | - | 712 | -
==> stage by stage <==
stage	std cells	setup WS (ns)	util
floorplan	130	0.0669	-
global placement	345	-0.288	0.287
detailed placement	345	-0.277	0.287
CTS	392	0.00252	0.306
global route	392	0.00390	0.307
finish	392	0.0510	0.307
==> what timing repair did <==
action | in CTS | in global routing
pin swaps | 0 | 0
endpoints found under the setup margin | 40 | 29
cloned | 0 | 0
gates resized | 48 | 29
==> placed cells by master, fill, tap and decap left out <==
| master | instances |
|---|---|
| and2_1 | 1 |
| buf_12 | 4 |
| buf_2 | 1 |
| buf_4 | 1 |
| clkbuf_2 | 3 |
| clkbuf_8 | 5 |
| clkdlybuf4s15_1 | 31 |
| clkdlybuf4s50_1 | 42 |
| clkinvlp_2 | 2 |
| dlygate4sd2_1 | 6 |
| edfxtp_1 | 40 |
| inv_1 | 40 |
| inv_4 | 1 |
| mux2i_1 | 39 |
| nor2b_1 | 39 |
| or2_2 | 1 |
==> worst min path at each step <==
stage,startpoint,to,cells after the start
final,shift_en,tempreg[9],3
after global routing,shift_en,tempreg[9],3
after CTS,shift_en,tempreg[9],3
==> area by class of cell <==
| class | instances | area share |
|---|---|---|
| clock buffers | 5 | 0.0219 |
| flip-flops and latches | 40 | 0.382 |
| repair buffers | 88 | 0.283 |
| multi-input cells | 80 | 0.206 |
| well taps | 136 | 0.0541 |
| clock inverters | 43 | 0.0529 |
==> kinds of logic after synthesis <==
| kind of cell | synth area share |
|---|---|
| buf+inv | 0.0397 |
| mux | 0.203 |
| simple gates | 0.133 |
| flops | 0.624 |
Power and IR drop assume default switching activity.
